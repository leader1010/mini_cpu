### config.mk
export PLATFORM = sky130hd
export DESIGN_NAME = alu
export DESIGN_NICKNAME = alu
export VERILOG_FILES = /design/flow/design.v
export SDC_FILE = /design/flow/constraint.sdc
export NUM_CORES = 4
export LEC_CHECK = 1
export CORE_UTILIZATION = 50
### constraint.sdc
current_design alu

set clk_period 21.0
set clk_io_pct 0.2

create_clock -name clk0 -period $clk_period

set non_clock_inputs [all_inputs -no_clocks]
set_input_delay [expr $clk_period * $clk_io_pct] -clock clk0 $non_clock_inputs
set_output_delay [expr $clk_period * $clk_io_pct] -clock clk0 [all_outputs]
### design.v
module alu (
  input  [31:0] alu_data1_i,
  input  [31:0] alu_data2_i,
  input  [ 3:0] alu_op_i,
  output [31:0] alu_result_o
);
  reg  [31:0] result;
  wire [31:0] sum    = alu_data1_i + ((alu_op_i[3] | alu_op_i[1]) ? -alu_data2_i : alu_data2_i);
  wire        neq    = |sum;
  wire        cmp    = (alu_data1_i[31] == alu_data2_i[31]) ? sum[31]
                     : alu_op_i[0] ? alu_data2_i[31] : alu_data1_i[31];
  wire [ 4:0] shamt  = alu_data2_i[4:0];
  wire [31:0] shin   = alu_op_i[2] ? alu_data1_i : reverse(alu_data1_i);
  wire [32:0] shift  = {alu_op_i[3] & shin[31], shin};
  wire [32:0] shiftt = ($signed(shift) >>> shamt);
  wire [31:0] shiftr = shiftt[31:0];
  wire [31:0] shiftl = reverse(shiftr);
  always @(*) begin
    case(alu_op_i)
      4'b0000:    result <= sum;
      4'b1000:    result <= sum;
      4'b0001:    result <= shiftl;
      4'b0010:    result <= cmp;
      4'b0011:   result <= cmp;
      4'b0100:    result <= (alu_data1_i ^ alu_data2_i);
      4'b0101:    result <= shiftr;
      4'b1101:    result <= shiftr;
      4'b0110:     result <= (alu_data1_i | alu_data2_i);
      4'b0111:    result <= (alu_data1_i & alu_data2_i);
      4'b1001:     result <= {31'b0, ~neq};
      4'b1010:    result <= {31'b0, neq};
      4'b1100:     result <= {31'b0, ~cmp};
      4'b1011:    result <= {31'b0, ~cmp};
      default:        begin 
                      result <= 32'b0; 
        end
    endcase
  end
  function [31:0] reverse;
    input [31:0] in;
    integer i;
    for(i=0; i<32; i=i+1) begin
      reverse[i] = in[31-i];
    end
  endfunction  
  assign alu_result_o = result;
endmodule
### run.sh
#!/bin/bash
# OpenROAD 26Q1-2900-gdf79404cd8, Yosys 0.63+post, stock flow scripts
make -C /OpenROAD-flow-scripts/flow DESIGN_CONFIG=/design/flow/config.mk WORK_HOME=/design/flow/orfs finish
==> job_summary.md <==
### Flow metrics

| Metric | Value |
|---|---|
| Global-route wire length before repair | 40800 um |
| Seq. cell area | 0 um^2 |
| FP Rows | 42 |
| CTS-repair resized insts | 0 |
| PwrDens | 32.4 mW/mm^2 |
| Max-Cap Viols | 0 |
| Wire length on met3 | 2820 um |
| Top Ports | 100 |
| Synthesis Warnings | 1 |
| Layout Utilization | 59.3% |
| Top cell excl fill/tap | nor2_1 |
| Post-layout period usage | 71.9% |
| Die Area | 0.0142 mm^2 |
| Post-synth top area cell | ha_1 |
| Clock Buffer Count | 0 |
| Switching power | 0.149 mW |
| HP Class | in2out |
| Min Clock Period, post-route | 15.10 ns |
| Synthesis area per yosys | 0.00685 mm^2 |
| RSZ-0062 raised after global routing | false |
| Registers | 0 |
| Final hold violations | 0 |
| M1 wire length | 10800 um |
| Gate power share | 100.0% |
| Total chip power | 0.255 mW |
| HP Start | alu_op_i[2] |
| Gr usage total | 38.0% |
| Syn avg cell area | 7.04 um^2 |
| Yosys Instances | 972 |
| Most numerous logic cells after layout | nor2_1, ha_1, clkdlybuf4s50_1 |
| Core Area | 0.0133 mm^2 |
| Share of cells above drive strength 1 | 7.11% |
| Diode count | 0 |
| Hold Path End | alu_result_o[0] |
| DP Area | 0.00788 mm^2 |
| P&R area growth vs syn | 15.1% |
| Sequential share of power | 0% |
| Final setup viols | 0 |
| Setup crit end kind | output pin |
| Design Area, Final | 0.00788 mm^2 |
| Initial antenna violation count | 0 |
| VDD IR-drop max | 0.0000165 V |
| Met2 WL | 12200 um |
| Final setup margin | 5.90 ns |
| Switching Fraction | 58.2% |
| Synth Instances | 972 |
| Clk network pwr share | 0% |
| Post CTS Setup Buffer Count | 0 |
| Hold Path Stages | 4 |
| Top Metal Used | met4 |
| Filler cells | 1210 |
| Fp util | 51.5% |
| Yosys cell types | 74 |
| Top-area cell share | 18.1% |
| Total gr overflow | 0 |
| Normalized max-slew margin | 31.7% |
| Final TNS setup | 0 ns |
| WL per Instance | 22.5 um |
| Final Max Slew Viols | 0 |
| P_leak | 3.30 nW |
| Kind of critical path | in2out |
| Synth Seq Share | 0% |
| Routability cong. | 1.03 |
| Via density | 6.67 |
| # hold bufs at CTS | 0 |
| Die height | 119 um |
| CP Data Required Time | 16.80 ns |
| Crit path max fanout | 33 |
| Area of the mapped netlist | 0.00685 mm^2 |
| Dpl ws | 6.13 ns |
| Top cells, area | ha_1, mux4_2, nor2_1 |
| Pint | 0.107 mW |
| ANT nets after route | 0 |
| 1st-iter DRT viols | 961 |
| Tool warnings | 69 |
| DRT Wirelength | 26800 um |
| Arrival time at the worst endpoint | 10.90 ns |
| Die Wd | 119 um |
| Pin count of the biggest net entering global routing | 44 |
| HPWL Detailed | 21600 um |
| Vias in the first global route | 7194 |
| Worst setup SP type | primary input |
| DR vias | 7924 |
| Port buffer count | 100 |
| 1st-pass router iterations | 6 |
| F_max | 66.2 MHz |
| Run status | finished, final reports clean |
| DRC Markers | 0 |
| Worst-margin pin slew | 1.02 ns |
==> routing by layer <==
layer / vias to the layer above / GRT usage (%)
met5: - / 0
met4: 0 / 10.9
met3: 70 / 8.02
met2: 449 / 59.9
met1: 3705 / 52.7
li1: 3700 / -
==> worst max path at each step <==
stage,startpoint,to,slack (ns),cells past startpoint
after CTS,alu_data2_i[1],alu_result_o[0],6.10,24
after global routing,alu_data2_i[1],alu_result_o[0],5.52,24
final,alu_data2_i[1],alu_result_o[0],5.90,24
==> logic make-up after synthesis <==
group                      count (synthesis)  share of synthesized area (%)
AOI/OAI and AO/OA                        325                           31.5
and+or+nand+nor                          286                           19.6
buffers and inverters                    145                           8.08
adders and majority gates                100                           18.4
xor gates and xnor gates                  59                           7.66
muxes                                     57                           14.8
==> stage by stage <==
step	hold WS, ns	cells
CTS	9.55	1188
global placement	9.53	1188
detailed placement	9.55	1188
floorplan	8.61	972
global route	9.61	1188
finish	9.54	1188
==> power groups by stage <==
stage         sequential (mW)  clock [mW]  combinational (mW)
CTS                         0           0               0.250
global route                0           0               0.276
finish                      0           0               0.255
==> Yosys cell counts, types with 11 or more instances <==
cell type,n
nand3_1,15
nor2_1,123
clkbuf_1,60
nor3_1,19
nand2_1,65
xnor2_1,40
a22oi_1,27
a21o_1,14
ha_1,99
xor2_1,18
o211ai_1,14
o21ai_0,80
inv_1,69
a221oi_1,17
nand4_1,11
mux2i_1,20
mux4_2,31
buf_1,11
a21oi_1,87
==> worst max-delay path, stage by stage <==
cell	delay [ns]
clkdlybuf4s50_1	0.40
buf_4	0.22
clkinv_1	0.07
buf_4	0.39
ha_1	0.28
nand3_1	0.17
nor3_1	0.87
nand3_1	0.28
nor4_1	0.36
a31o_2	0.22
xnor2_1	0.11
ha_1	0.33
a21o_1	0.21
o21ba_2	0.24
o2111ai_1	0.09
or3_1	0.33
or4_1	0.40
nor4_1	0.23
nand4_1	0.12
nor4_1	0.34
and4_1	0.29
a31oi_2	0.10
o311ai_2	0.11
clkdlybuf4s50_1	0.51
==> final cells by class <==
type	count	area [um^2]	share of cell area [%]
Tap cell	176	220	2.80
Timing Repair Buffer	113	1090	13.8
Inverter	72	270	3.43
Multi-Input combinational cell	827	6300	80.0
Power and IR drop assume default switching activity.
