<file path="/design/flow/design.v">
module gen_regs (
    input  clk,
    input  reset,
    input  wen,
    input  [4:0] regRAddr1, regRAddr2, regWAddr,
    input  [31:0] regWData,
    output [31:0] regRData1,
    output [31:0] regRData2
);
    integer ii;
    reg [31:0] regs[31:0];
    always @(posedge clk or posedge reset) begin
        if(reset) begin
            for(ii=0; ii<32; ii=ii+1)
                regs[ii] <= 32'b0;
        end
        else if(wen & (|regWAddr)) 
                regs[regWAddr] <= regWData;
    end
    assign regRData1 = wen & (regWAddr == regRAddr1) ? regWData
                    : ((regRAddr1 != 5'b0) ? regs[regRAddr1] : 32'b0);
    assign regRData2 = wen & (regWAddr == regRAddr2) ? regWData
                    : ((regRAddr2 != 5'b0) ? regs[regRAddr2] : 32'b0);
endmodule
</file>
<file path="/design/flow/run.sh">
#!/bin/bash
# OpenROAD 26Q1-2900-gdf79404cd8, Yosys 0.63+post, stock flow scripts
make -C /OpenROAD-flow-scripts/flow DESIGN_CONFIG=/design/flow/config.mk WORK_HOME=/design/flow/orfs finish
</file>
<file path="/design/flow/config.mk">
export PLATFORM = sky130hd
export DESIGN_NAME = gen_regs
export DESIGN_NICKNAME = gen_regs
export VERILOG_FILES = /design/flow/design.v
export SDC_FILE = /design/flow/constraint.sdc
export NUM_CORES = 4
export LEC_CHECK = 1
export CORE_UTILIZATION = 50
</file>
<file path="/design/flow/constraint.sdc">
current_design gen_regs

set clk_period 7.4
set clk_io_pct 0.2

create_clock -name clk0 -period $clk_period [get_ports {clk}]

set non_clock_inputs [all_inputs -no_clocks]
set_input_delay [expr $clk_period * $clk_io_pct] -clock clk0 $non_clock_inputs
set_output_delay [expr $clk_period * $clk_io_pct] -clock clk0 [all_outputs]
</file>
==> impl_metrics.ini <==
; flow metrics
[timing]
period_needed_ns = 6.90
fmax_mhz = 145
fin_crit_sh = 0.933
tightest_slew_ns = 1.25
drv_slew = 0
setup_viol = 0
setup_ws_ns = 0.498
slew-limit-headroom = 0.165
rsz0062_at_grt = false
skew_ns = 0
hold_viol = 0

[logic_synthesis]
async_reset_ff_frac = 1.00
top_cells_by_area = dfrtp_1 (49%), mux2_2 (22%), a22oi_1 (9.6%)
top_cell = mux2_2
synth_warnings = 2
ys_seq_frac = 0.485
ys.flops = 992
synthesis.area_um2 = 51200
ys_area_um2 = 51200
synth_stat.cells = 4446
edf_count = 0
common_cells = mux2_2 (997), dfrtp_1 (992), a22oi_1 (657)
synthDistinctLibCells = 66
avgSynthCellArea_um2 = 11.5
synthCells = 4446
top_cell_area_share = 0.485
ff_type = dfrtp_1
synth_area_leader_cell = dfrtp_1

[routing]
drt-total-wl_um = 285000
dr_total_vias = 46900
initialDrtViolationCount = 6192
vias_per_cell = 7.84
drtAntennaViolNets = 0
wl_per_cell_um = 47.7
firstDrtPassIters = 10
drc = 0

[setup_path]
critPathMaxFanout = 15
startpoint_type = input port
rr_endpoint = regs[25][5]
critPathCapture = regRData1[1]
cp-startpoint = regRAddr1[0]
regToRegStartpoint = regs[25][5]
arrival_ns = 5.42
end_kind = output pin
reg2reg_depth = 1
critPathRequiredTime_ns = 5.92
ff2ff_setup_slack_ns = 6.47
criticalPathCategory = input port to output pin

[clock_network]
h-tree-depth = 3
clkTransAtPathRegs_ns = 0.06
cts_resized = 0
numCtsBuffers = 107
clock.latency.late_pin_ns = 0.72
clk_path_buf_depth = 3
hold_buffers = 0
cts_sinks = 992
cts_setup_buffers = 0
root_buffer = clkbuf_16
cts_tree = built

[die]
io_pins = 114
dieHeight_um = 322
rows = 116
die_area_um2 = 104000
die_w_um = 322
core_area_um2 = 101000
core_util_floorplan = 0.508

[power]
power_mw = 15.7
irDropWorstVdd_mv = 0.272
power.leakage_nw = 26.4
power.density_nw_per_um2 = 267

[final_layout]
largest_register_ffs = 992
syn_to_final_growth_pct = 15.4
drive_gt1_frac = 0.352
fillers = 8301
reg_top3 = regs x992
flop_area_um2 = 24800
top_register = regs
comb_area_um2 = 25000

[flow_run]
maxCapViolations = 0
warning_count = 42

[status]
run_status = finished, final reports clean

[placed_design]
place_worst_setup_slack_ns = 0.813
numPortBuffers = 113
routabilityCongestion = 1.08
hpwl_um = 181000

[min_path]
hp-class = flip-flop to flip-flop

[grt]
antenna_found_initial = 28
grt_usage = 0.579
grt_pass1_vias = 45500
grt-ovfl-total = 0
grt_start_max_net_pins = 113
grt_pass1_wl_um = 386000
==> how the worst min path moves through the flow <==
stage	start	end	slack, ns	cells after the start
finish	regs[2][16]	regs[2][16]	0.52	1
global route	regs[17][25]	regs[17][25]	0.53	1
CTS	regs[1][25]	regs[1][25]	0.52	1
==> cell families after synthesis <==
group	count (synthesis)	share of synthesized area
AND-OR/OR-AND	989	0.144
XOR/XNOR	10	0.00171
buffers and inverters	468	0.0393
flip-flops	992	0.485
multiplexers	1010	0.222
AND/OR/NAND/NOR	977	0.108
==> routing by layer <==
layer / GRT usage / share of wire
met3: 0.413 / 0.19
met4: 0.343 / 0.084
met1: 0.731 / 0.35
met2: 0.718 / 0.38
met5: 0.0350 / 0.0024
==> power breakdown <==
group          leakage (nW)  internal, mW  switching, mW
Combinational          11.8          1.18           1.13
Clock                  1.88          3.45           2.37
Sequential             12.7          6.47           1.15
==> cell usage in the layout (no fill, tap or decap), drive strengths merged, types with 12 or more instances in the layout <==
master | netlist | layout
a2111oi | 111 | 111
o21ai | 77 | 77
bufinv | 0 | 12
buf | 195 | 300
clkdlybuf4s50 | 0 | 104
mux2 | 998 | 998
diode | 0 | 28
a32oi | 15 | 15
nor3 | 19 | 19
a21oi | 46 | 46
inv | 9 | 12
nor2 | 100 | 100
nand2 | 130 | 130
a211oi | 13 | 13
and3 | 317 | 317
dfrtp | 992 | 992
nand3b | 13 | 13
mux2i | 12 | 12
nor4 | 56 | 56
a22o | 19 | 19
a22oi | 657 | 657
nand4 | 126 | 126
clkinv | 0 | 25
a221oi | 18 | 18
clkbuf | 264 | 155
nand3 | 142 | 142
==> worst max-delay path, stage by stage <==
cell and delay, ns:
buf_2 0.52, nand2b_1 0.68, buf_4 0.37, nor2_4 0.80, buf_12 0.35, a22oi_1 0.16
nand3_1 0.11, nor4_1 0.05, o21ai_0 0.30, clkdlybuf4s50_1 0.54
==> metrics by stage <==
stage | cell area, um2 | util | instances | hold slack [ns] | TNS, ns
6_report | 59000 | 0.586 | 5976 | 0.515 | 0
4_1_cts | 59000 | 0.585 | 5948 | 0.517 | 0
3_3_place_gp | 55200 | 0.548 | 5748 | 0.491 | 0
5_1_grt | 59000 | 0.586 | 5955 | 0.529 | 0
2_1_floorplan | 51200 | - | 4446 | 0.478 | -7684.36
3_5_place_dp | 55200 | 0.548 | 5748 | 0.497 | 0
==> layout make-up <==
type / instances / area share
repair buffers: 404 / 0.0605
multi-input cells: 2986 / 0.424
diodes: 28 / 0.00119
well taps: 1357 / 0.0288
inverters: 9 / 0.000636
clock buffers: 155 / 0.0548
flip-flops and latches: 992 / 0.420
clock inverters: 45 / 0.00971
Power figures rest on the tool's default switching activity, not on a simulated workload.
