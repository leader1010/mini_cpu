File: flow/run.sh
#!/bin/bash
# OpenROAD 26Q1-2900-gdf79404cd8, Yosys 0.63+post, stock flow scripts
make -C /OpenROAD-flow-scripts/flow DESIGN_CONFIG=/design/flow/config.mk WORK_HOME=/design/flow/orfs finish
File: flow/config.mk
export PLATFORM = sky130hd
export DESIGN_NAME = uart_top
export DESIGN_NICKNAME = uart_top
export VERILOG_FILES = /design/flow/design.v
export SDC_FILE = /design/flow/constraint.sdc
export NUM_CORES = 4
export LEC_CHECK = 1
export CORE_UTILIZATION = 50
File: flow/constraint.sdc
current_design uart_top

set clk_period 4.0
set clk_io_pct 0.2

create_clock -name clk0 -period $clk_period [get_ports {clk}]

set non_clock_inputs [all_inputs -no_clocks]
set_input_delay [expr $clk_period * $clk_io_pct] -clock clk0 $non_clock_inputs
set_output_delay [expr $clk_period * $clk_io_pct] -clock clk0 [all_outputs]
File: flow/design.v
module uart_rx(
input  wire       clk          ,  
input  wire       resetn       ,  
input  wire       uart_rxd     ,  
input  wire       uart_rx_en   ,  
output wire       uart_rx_break,  
output wire       uart_rx_valid,  
output reg  [PAYLOAD_BITS-1:0] uart_rx_data    
);
parameter   BIT_RATE        = 9600;  
localparam  BIT_P           = 1_000_000_000 * 1/BIT_RATE;  
parameter   CLK_HZ          =    50_000_000;
localparam  CLK_P           = 1_000_000_000 * 1/CLK_HZ;  
parameter   PAYLOAD_BITS    = 8;
parameter   STOP_BITS       = 1;
localparam       CYCLES_PER_BIT     = BIT_P / CLK_P;
localparam       COUNT_REG_LEN      = 1+$clog2(CYCLES_PER_BIT);
reg rxd_reg;
reg rxd_reg_0;
reg [PAYLOAD_BITS-1:0] recieved_data;
reg [COUNT_REG_LEN-1:0] cycle_counter;
reg [3:0] bit_counter;
reg bit_sample;
reg [2:0] fsm_state;
reg [2:0] n_fsm_state;
localparam FSM_IDLE = 0;
localparam FSM_START= 1;
localparam FSM_RECV = 2;
localparam FSM_STOP = 3;
assign uart_rx_break = uart_rx_valid && ~|recieved_data;
assign uart_rx_valid = fsm_state == FSM_STOP && n_fsm_state == FSM_IDLE;
always @(posedge clk) begin
    if(!resetn) begin
        uart_rx_data  <= {PAYLOAD_BITS{1'b0}};
    end else if (fsm_state == FSM_STOP) begin
        uart_rx_data  <= recieved_data;
    end
end
wire next_bit     = cycle_counter == CYCLES_PER_BIT ||
                        fsm_state       == FSM_STOP && 
                        cycle_counter   == CYCLES_PER_BIT/2;
wire payload_done = bit_counter   == PAYLOAD_BITS  ;
always @(*) begin : p_n_fsm_state
    case(fsm_state)
        FSM_IDLE : n_fsm_state = rxd_reg      ? FSM_IDLE : FSM_START;
        FSM_START: n_fsm_state = next_bit     ? FSM_RECV : FSM_START;
        FSM_RECV : n_fsm_state = payload_done ? FSM_STOP : FSM_RECV ;
        FSM_STOP : n_fsm_state = next_bit     ? FSM_IDLE : FSM_STOP ;
        default  : n_fsm_state = FSM_IDLE;
    endcase
end
integer i = 0;
always @(posedge clk) begin : p_recieved_data
    if(!resetn) begin
        recieved_data <= {PAYLOAD_BITS{1'b0}};
    end else if(fsm_state == FSM_IDLE             ) begin
        recieved_data <= {PAYLOAD_BITS{1'b0}};
    end else if(fsm_state == FSM_RECV && next_bit ) begin
        recieved_data[PAYLOAD_BITS-1] <= bit_sample;
        for ( i = PAYLOAD_BITS-2; i >= 0; i = i - 1) begin
            recieved_data[i] <= recieved_data[i+1];
        end
    end
end
always @(posedge clk) begin : p_bit_counter
    if(!resetn) begin
        bit_counter <= 4'b0;
    end else if(fsm_state != FSM_RECV) begin
        bit_counter <= {COUNT_REG_LEN{1'b0}};
    end else if(fsm_state == FSM_RECV && next_bit) begin
        bit_counter <= bit_counter + 1'b1;
    end
end
always @(posedge clk) begin : p_bit_sample
    if(!resetn) begin
        bit_sample <= 1'b0;
    end else if (cycle_counter == CYCLES_PER_BIT/2) begin
        bit_sample <= rxd_reg;
    end
end
always @(posedge clk) begin : p_cycle_counter
    if(!resetn) begin
        cycle_counter <= {COUNT_REG_LEN{1'b0}};
    end else if(next_bit) begin
        cycle_counter <= {COUNT_REG_LEN{1'b0}};
    end else if(fsm_state == FSM_START || 
                fsm_state == FSM_RECV  || 
                fsm_state == FSM_STOP   ) begin
        cycle_counter <= cycle_counter + 1'b1;
    end
end
always @(posedge clk) begin : p_fsm_state
    if(!resetn) begin
        fsm_state <= FSM_IDLE;
    end else begin
        fsm_state <= n_fsm_state;
    end
end
always @(posedge clk) begin : p_rxd_reg
    if(!resetn) begin
        rxd_reg     <= 1'b1;
        rxd_reg_0   <= 1'b1;
    end else if(uart_rx_en) begin
        rxd_reg     <= rxd_reg_0;
        rxd_reg_0   <= uart_rxd;
    end
end
endmodule
module uart_top (
input               clk     ,  
input               rst_n    ,  
input   wire        uart_rxd,  
output  wire        uart_txd,  
output  wire [7:0]  led,
output  [31:0] uart_read_data,      
input   [31:0] uart_write_data,     
input   [31:0] uart_addr,           
input          uart_wen
);
parameter CLK_HZ = 10_000000;
parameter BIT_RATE =   9600;
parameter PAYLOAD_BITS = 8;
wire [PAYLOAD_BITS-1:0]  uart_rx_data;
wire        		     uart_rx_valid;
wire        		     uart_rx_break;
wire        		     uart_tx_busy;
wire [PAYLOAD_BITS-1:0]  uart_tx_data;
wire        		     uart_tx_en;
reg  [PAYLOAD_BITS-1:0]  led_reg;
assign      led = led_reg;
assign uart_tx_data   = uart_tx_busy ? 8'b0 : uart_write_data[PAYLOAD_BITS-1:0];
assign uart_tx_en     = uart_tx_busy ? 1'b0 : uart_wen;
assign uart_read_data = uart_wen    ? 32'b0 : {24'b0,uart_rx_data};
always @(posedge clk) begin
    if(!rst_n) begin
        led_reg <= 8'hF0;
    end else if(uart_rx_valid) begin
        led_reg <= uart_rx_data[7:0];
    end else if (uart_wen) begin
        led_reg <= uart_write_data[7:0];
    end
end
uart_rx #(
.BIT_RATE(BIT_RATE),
.PAYLOAD_BITS(PAYLOAD_BITS),
.CLK_HZ  (CLK_HZ  )
) i_uart_rx(
.clk          (clk          ),  
.resetn       (rst_n         ),  
.uart_rxd     (uart_rxd     ),  
.uart_rx_en   (1'b1         ),  
.uart_rx_break(uart_rx_break),  
.uart_rx_valid(uart_rx_valid),  
.uart_rx_data (uart_rx_data )   
);
uart_tx #(
.BIT_RATE(BIT_RATE),
.PAYLOAD_BITS(PAYLOAD_BITS),
.CLK_HZ  (CLK_HZ  )
) i_uart_tx(
.clk          (clk          ),
.resetn       (rst_n         ),
.uart_txd     (uart_txd     ),
.uart_tx_en   (uart_tx_en   ),
.uart_tx_busy (uart_tx_busy ),
.uart_tx_data (uart_tx_data ) 
);
endmodule
module uart_tx(
input  wire         clk         ,  
input  wire         resetn      ,  
output wire         uart_txd    ,  
output wire         uart_tx_busy,  
input  wire         uart_tx_en  ,  
input  wire [PAYLOAD_BITS-1:0]   uart_tx_data   
);
parameter   BIT_RATE        = 9600;  
localparam  BIT_P           = 1_000_000_000 * 1/BIT_RATE;  
parameter   CLK_HZ          =    50_000_000;
localparam  CLK_P           = 1_000_000_000 * 1/CLK_HZ;  
parameter   PAYLOAD_BITS    = 8;
parameter   STOP_BITS       = 1;
localparam       CYCLES_PER_BIT     = BIT_P / CLK_P;
localparam       COUNT_REG_LEN      = 1+$clog2(CYCLES_PER_BIT);
reg txd_reg;
reg [PAYLOAD_BITS-1:0] data_to_send;
reg [COUNT_REG_LEN-1:0] cycle_counter;
reg [3:0] bit_counter;
reg [2:0] fsm_state;
reg [2:0] n_fsm_state;
localparam FSM_IDLE = 0;
localparam FSM_START= 1;
localparam FSM_SEND = 2;
localparam FSM_STOP = 3;
assign uart_tx_busy = fsm_state != FSM_IDLE;
assign uart_txd     = txd_reg;
wire next_bit     = cycle_counter == CYCLES_PER_BIT;
wire payload_done = bit_counter   == PAYLOAD_BITS  ;
wire stop_done    = bit_counter   == STOP_BITS && fsm_state == FSM_STOP;
always @(*) begin : p_n_fsm_state
    case(fsm_state)
        FSM_IDLE : n_fsm_state = uart_tx_en   ? FSM_START: FSM_IDLE ;
        FSM_START: n_fsm_state = next_bit     ? FSM_SEND : FSM_START;
        FSM_SEND : n_fsm_state = payload_done ? FSM_STOP : FSM_SEND ;
        FSM_STOP : n_fsm_state = stop_done    ? FSM_IDLE : FSM_STOP ;
        default  : n_fsm_state = FSM_IDLE;
    endcase
end
integer i = 0;
always @(posedge clk) begin : p_data_to_send
    if(!resetn) begin
        data_to_send <= {PAYLOAD_BITS{1'b0}};
    end else if(fsm_state == FSM_IDLE && uart_tx_en) begin
        data_to_send <= uart_tx_data;
    end else if(fsm_state       == FSM_SEND       && next_bit ) begin
        for ( i = PAYLOAD_BITS-2; i >= 0; i = i - 1) begin
            data_to_send[i] <= data_to_send[i+1];
        end
    end
end
always @(posedge clk) begin : p_bit_counter
    if(!resetn) begin
        bit_counter <= 4'b0;
    end else if(fsm_state != FSM_SEND && fsm_state != FSM_STOP) begin
        bit_counter <= {COUNT_REG_LEN{1'b0}};
    end else if(fsm_state == FSM_SEND && n_fsm_state == FSM_STOP) begin
        bit_counter <= {COUNT_REG_LEN{1'b0}};
    end else if(fsm_state == FSM_STOP&& next_bit) begin
        bit_counter <= bit_counter + 1'b1;
    end else if(fsm_state == FSM_SEND && next_bit) begin
        bit_counter <= bit_counter + 1'b1;
    end
end
always @(posedge clk) begin : p_cycle_counter
    if(!resetn) begin
        cycle_counter <= {COUNT_REG_LEN{1'b0}};
    end else if(next_bit) begin
        cycle_counter <= {COUNT_REG_LEN{1'b0}};
    end else if(fsm_state == FSM_START || 
                fsm_state == FSM_SEND  || 
                fsm_state == FSM_STOP   ) begin
        cycle_counter <= cycle_counter + 1'b1;
    end
end
always @(posedge clk) begin : p_fsm_state
    if(!resetn) begin
        fsm_state <= FSM_IDLE;
    end else begin
        fsm_state <= n_fsm_state;
    end
end
always @(posedge clk) begin : p_txd_reg
    if(!resetn) begin
        txd_reg <= 1'b1;
    end else if(fsm_state == FSM_IDLE) begin
        txd_reg <= 1'b1;
    end else if(fsm_state == FSM_START) begin
        txd_reg <= 1'b0;
    end else if(fsm_state == FSM_SEND) begin
        txd_reg <= data_to_send[0];
    end else if(fsm_state == FSM_STOP) begin
        txd_reg <= 1'b1;
    end
end
endmodule
==> impl_metrics.csv <==
group,metric,value,unit
cts,cts_num_sinks,74,
setup_path,r2r_cells,6,
setup_path,cp_num_cells,3,
timing,skew,0.007166,ns
synth,ys_sh_aoi,9.310,%
global_routing,grt_max_degree,32,
finish,top_regs,"i_uart_rx.cycle_counter (12), i_uart_tx.cycle_counter (12)",
routing,drt_iter0_drc,110,
placement,place_hpwl,4.874,mm
power,power.internal,1.210,mW
floorplan,die_area,7822,um^2
synth,mux_share,9.745,%
global_routing,grt_antenna_before_repair,0,
floorplan,fp_util,51.51,%
routing,antenna-diode-count,0,
setup_path,critPathSlowestCell,"clkdlybuf4s50_1",
global_routing,grt_pass1_vias,2406,
synth,yosysChipArea,3736,um^2
cts,htree_levels,3,
cts,cts_resized,0,
power,peakVddDrop,0.0002027,V
synth,top_cells_by_area,"dfxtp_1 40%, mux2i_1 9.4%, buf_4 5.4%",
timing,setup_viol_count_final,0,
timing,hold_viol,0,
timing,period_needed,2.870,ns
power,p_sw,0.3331,mW
setup_path,startpoint,"uart_wen",
setup_path,path_delay_family,"buffers and inverters",
power,power_frac_comb,5.3,%
synth,adder_share,3.349,%
power,cellLeakagePower,1.568,nW
setup_path,cp_slowest_stage_delay,0.58,ns
synth,yosysTopAreaCell,"dfxtp_1",
cts,insertion_delay,0.34,ns
timing,tightest_slew,0.7813,ns
timing,finalClockPeriodUsage,71.74,%
synth,top_logic_kind,"simple AND/OR/NAND/NOR gates",
power,seq_power_share,49.6,%
synth,top_cell_area_share,39.65,%
routing,vias,2710,
global_routing,grt_util_all_layers,18.57,%
setup_path,rr_endpoint,"led_reg[2]",
synth,yosys.cell_types.count,57,
finish,final_cells,527,
cts,clkSlewWorstSetupHoldPaths,0.07,ns
cts,numCtsBuffers,9,
synth,edf_count,0,
job,warnings,87,
synth,yosys.stat.seqShare,39.65,%
setup_path,critPathCapture,"uart_read_data[7]",
synth,xor_area_share,5.392,%
setup_path,reg2reg_from,"i_uart_rx.cycle_counter[0]",
placement,dp_slack,1.102,ns
job,drv_cap,0,
routing,via_per_inst,5.142,
floorplan,core,7253,um^2
cts,postCtsSetupBuffers,0,
setup_path,worst_setup_path_start_kind,"input pin",
routing,wl,6.955,mm
routing,detail_route.wl_per_cell,13.20,um
placement,place_inst,511,
floorplan,rows,31,
power,swShare,21.59,%
setup_path,path_max_fanout,9,
routing,antenna_left,0,
setup_path,r2r_setup_slack,1.93,ns
timing,setup-tns-final,0,ns
synth,async_flop_share,0,%
setup_path,critPathKind,"in2out",
synth,yosys_warnings,3,
finish,area_growth,12.96,%
floorplan,die_height,88.44,um
timing,rsz0062_at_grt,"false",
timing,drv_slew,0,
global_routing,overflow,0,
cts,clockBufferDepth,2,
setup_path,path_buffers,2,
finish,fillers,661,
timing,max_slew_margin,46.88,%
setup_path,crit_chain,"clkdlybuf4s50_1 > nor2b_1 > clkdlybuf4s50_1",
synth,avgSynthCellArea,9.364,um^2
placement,place.gp.congestion,0.8049,
floorplan,die_w,88.44,um
power,p_clk_share,45.0,%
setup_path,worstPathRequired,3.20,ns
finish,drive_above_1_share,8.411,%
setup_path,crit_path_frequent_cell,"clkdlybuf4s50_1",
timing,fmax,348.5,MHz
floorplan,pin_count,109,
hold_path,hold_path_class,"reg2reg",
setup_path,arrival,2.07,ns
global_routing,grt_pass1_wl,11.25,mm
cts,cts_hold_buf,0,
setup_path,endpoint_kind,"output port",
routing,drc_errors,0,
placement,portBuffers,28,
cts,cts_tree,"done",
synth,syn-cell-area,3736,um^2
status,status,"complete, no violations",
timing,setup_slack,1.130,ns
power,power_density,365.7,nW/um^2
synth,synth_flops,74,
timing,hold_slack,0.4248,ns
routing,dr.pass1.iters,4,
synth,flop_cell,"dfxtp_1",
cts,root_buffer,"clkbuf_8",
synth,netlist_instances,399,
synth,synth.cellmix.simpleShare,24.05,%
synth,ys_cells,399,
-- worst register-to-register path, cell delays in order, from the launching register on --
cell and delay [ns]:
dfxtp_1 0.41, inv_1 0.07, ha_1 0.20, and4bb_2 0.25
mux2i_2 0.63, o221ai_1 0.24, o311a_1 0.17
-- worst min-delay path by stage --
stage	startpoint	to	slack, ns	cells past startpoint
4_1_cts	i_uart_rx.rxd_reg_0	i_uart_rx.rxd_reg	0.43	1
5_1_grt	i_uart_rx.rxd_reg_0	i_uart_rx.rxd_reg	0.43	1
6_report	i_uart_rx.rxd_reg_0	i_uart_rx.rxd_reg	0.42	1
-- Yosys cell counts, types with 5 or more instances --
library cell and count:
mux2i_1 35, nor3_1 14, a21oi_1 10, xnor2_1 8, buf_4 27, o311a_1 5
buf_1 5, nand2b_1 7, ha_1 10, nor2b_1 12, inv_1 10, nand3_1 9
clkbuf_1 6, o21ai_0 10, dfxtp_1 74, nand4_1 11, nand2_1 35, nor2_1 34
xor2_1 15
-- metal layers --
layer	wire length, um	track usage (%)	up-vias
met3	135	2.271	6
li1	-	-	1408
met4	61	2.493	0
met1	3459	27.07	1265
met5	0	0	-
met2	3299	31.33	31
-- power by group through the flow --
stage	sequential, mW	clock [mW]	combinational, mW
CTS	0.766	0.717	0.0841
global route	0.768	0.745	0.0943
finish	0.766	0.695	0.0822
-- layout make-up --
cell class / instances / area [um^2] / area share (%)
Clock inverter: 7 / 116.4 / 2.757
Tap cell: 99 / 123.9 / 2.935
Sequential cell: 74 / 1481 / 35.10
Multi-Input combinational cell: 296 / 2027 / 48.03
Clock buffer: 9 / 123.9 / 2.935
Timing Repair Buffer: 32 / 310.3 / 7.353
Inverter: 10 / 37.54 / 0.8894
-- logic make-up after synthesis --
group | count (synthesis)
xor+xnor | 23
other cells | 1
mux | 36
compound gates | 48
simple gates | 155
fa+ha+maj | 10
buf+inv | 52
flops | 74
-- through the flow --
| stage | total power, mW | area [um^2] | utilization [%] |
|---|---|---|---|
| floorplan | 0.8467 | 3822 | - |
| global placement | 0.8658 | 3980 | 54.87 |
| detailed placement | 0.8667 | 3980 | 54.87 |
| CTS | 1.567 | 4220 | 58.19 |
| global route | 1.608 | 4220 | 58.19 |
| finish | 1.543 | 4220 | 58.19 |
-- cell usage in the layout (no fill, tap or decap), drive strengths merged, types with 2 or more instances in the layout --
| master | netlist | final |
|---|---|---|
| a21oi | 11 | 11 |
| nor4 | 4 | 4 |
| nand2b | 7 | 7 |
| o211ai | 3 | 3 |
| dfxtp | 74 | 74 |
| bufinv | 0 | 3 |
| buf | 36 | 4 |
| and2 | 4 | 4 |
| xor2 | 15 | 15 |
| nor3b | 2 | 2 |
| nor2 | 34 | 34 |
| conb | 1 | 24 |
| nand3 | 9 | 9 |
| o41a | 4 | 4 |
| clkdlybuf4s50 | 0 | 28 |
| o22ai | 4 | 4 |
| nand2 | 35 | 35 |
| nor3 | 15 | 15 |
| clkinv | 0 | 2 |
| nand3b | 2 | 2 |
| mux2i | 36 | 36 |
| xnor2 | 8 | 8 |
| inv | 10 | 11 |
| o21ai | 10 | 10 |
| and3 | 3 | 3 |
| o2111ai | 3 | 3 |
| and4bb | 2 | 2 |
| clkbuf | 6 | 9 |
| o311a | 5 | 5 |
| ha | 10 | 10 |
| nand4 | 13 | 13 |
| nor2b | 12 | 12 |
| or3 | 4 | 4 |
Power figures rest on the tool's default switching activity, not on a simulated workload.
